==> design/flow/design.v <==
module counter(clk, stc, inc, run, sw, blk, seg0, seg1, seg2, seg3, led);
    input clk;  
    input stc;  
    input inc;  
    input run;  
    input sw;  
    output reg blk;  
    output [6:0] seg0;   
    output [6:0] seg1;
    output [6:0] seg2;
    output [6:0] seg3;
    output [9:0] led;
    reg [5:0] cnt_hour;  
    reg [5:0] cnt_min;  
    reg [5:0] cnt_sec;  
    localparam STATE_IDLE = 2'b00;
    localparam STATE_PAUSE = 2'b01;
    localparam STATE_RUNNING = 2'b10;
    localparam STATE_FINISHED = 2'b11;
    reg [1:0] state = STATE_IDLE;  
    localparam SELECTED_NONE = 2'b00;
    localparam SELECTED_SEC = 2'b01;
    localparam SELECTED_MIN = 2'b10;
    localparam SELECTED_HOUR = 2'b11;
    reg [1:0] current = SELECTED_NONE;  
    localparam FALSE = 1'b0;
    localparam TRUE = 1'b1;
    reg blk_sec;
    reg blk_min;
    reg blk_hour;
    always@(posedge clk) begin
        blk_sec <= FALSE;
        blk_min <= FALSE;
        blk_hour <= FALSE;
        if (stc && state == STATE_PAUSE) begin
            case (current + 2'b01)
                SELECTED_NONE: begin
                    blk_sec <= TRUE;
                    blk_min <= TRUE;
                    blk_hour <= TRUE;
                end 
                SELECTED_SEC: blk_sec <= TRUE;
                SELECTED_MIN: blk_min <= TRUE;  
                SELECTED_HOUR: blk_hour <= TRUE;  
            endcase
        end else if (state == STATE_FINISHED) begin
            blk_sec <= TRUE;
            blk_min <= TRUE;
            blk_hour <= TRUE;
        end
    end
    always@(posedge clk) begin
        case (state)
            STATE_IDLE: begin 
                cnt_hour <= 5'b00000;
                cnt_min <= 6'b000000;
                cnt_sec <= 6'b000000;
                current <= SELECTED_NONE;  
                state <= STATE_PAUSE;  
            end
            STATE_PAUSE: begin  
                blk <= 1'b1;
                if (stc) begin  
                    current <= current + 1;
                end else if (inc) begin  
                    case (current)
                        SELECTED_SEC: begin
                            if (!sw) cnt_sec <= cnt_sec + 1;
                            else  cnt_sec <= cnt_sec - 1;
                        end
                        SELECTED_MIN: begin
                            if (!sw) cnt_min <= cnt_min + 1;
                            else cnt_min <= cnt_min - 1;
                        end
                        SELECTED_HOUR: begin
                            if (!sw) cnt_hour <= cnt_hour + 1;
                            else cnt_hour <= cnt_hour - 1;
                        end
                    endcase
                end else if (current == SELECTED_NONE && run)  
                        if (((cnt_hour || cnt_min) || cnt_sec))  
                            state <= STATE_RUNNING;
                if (cnt_hour > 23)
                    cnt_hour <= 0;
                else if (cnt_min > 59)
                    cnt_min <= 0;
                else if (cnt_sec > 59)
                    cnt_sec <= 0;
            end
            STATE_RUNNING: begin  
                blk <= ~clk;
                if (run) state <= STATE_PAUSE;
                if ((!cnt_sec && !cnt_min) && !cnt_hour)  
                    state <= STATE_FINISHED;
                else if ((!cnt_sec && !cnt_min) && cnt_hour) begin
                    cnt_hour <= cnt_hour - 1;
                    cnt_min <= 59;
                    cnt_sec <= 59;
                end else if ((!cnt_sec && cnt_min)) begin
                    cnt_min <= cnt_min - 1;
                    cnt_sec <= 59;
                end else if (cnt_sec) begin
                    cnt_sec <= cnt_sec - 1;
                end
            end
            STATE_FINISHED: begin  
                blk <= 1'b0;
                state <= STATE_IDLE;
            end
        endcase
    end
    lights_on sec(
        .count(cnt_sec),
        .leds_on(led),
        .blk(blk_sec)
    );
    display_hhmm min(
        .count(cnt_min),
        .display_d(seg1),
        .display_u(seg0),
        .blk(blk_min)
    );
    display_hhmm hour(
        .count(cnt_hour),
        .display_d(seg3),
        .display_u(seg2),
        .blk(blk_hour)
    );
endmodule:counter
module display_hhmm(count, display_d, display_u, blk);
    input [5:0] count;
    output [6:0] display_d;
    output [6:0] display_u;
    input blk;
    reg [3:0] dezenas;
    reg [3:0] unidades;
    always @(*) begin
        dezenas = (blk) ? (4'b1010) : count / 10;
        unidades = (blk) ? (4'b1010) : count % 10;
    end
    display dp7_dezenas(
        .nibble(dezenas),
        .display7seg(display_d)
    );
    display dp7_unidades(
        .nibble(unidades),
        .display7seg(display_u)
    );
endmodule:display_hhmm
module lights_on(count, leds_on, blk);
    input [5:0] count;
    output reg [9:0] leds_on;
    input blk;
    reg [3:0] unidades;
    reg [3:0] dezenas;
    always @(*) begin
        dezenas = (blk) ? 
            ((!count) ? 4'b1111 : 4'b0000) : count / 10;
        unidades = (blk) ? 
            ((!count) ? 4'b1111 : 4'b0000) : count % 10;
    end
    always@(*) begin
        if (!unidades && !dezenas)  
            leds_on = 10'b0000000000;
        else  
            leds_on = (1 << unidades) - 1;
    end
endmodule:lights_on
module display(nibble, display7seg);
    input [3:0]	nibble;
    output reg [6:0] display7seg;
    always@(*) begin
        case (nibble)
            4'b0000: display7seg = 7'b1111110;
            4'b0001: display7seg = 7'b0110000;
            4'b0010: display7seg = 7'b1101101;
            4'b0011: display7seg = 7'b1111001;
            4'b0100: display7seg = 7'b0110011;
            4'b0101: display7seg = 7'b1011011;
            4'b0110: display7seg = 7'b1011111;
            4'b0111: display7seg = 7'b1110000;
            4'b1000: display7seg = 7'b1111111;
            4'b1001: display7seg = 7'b1111011;
            4'b1010: display7seg = 7'b0000000;  
            default: display7seg = 7'b0000000;
        endcase
    end
endmodule:display
==> design/flow/run.sh <==
#!/bin/bash
# OpenROAD 26Q1-2900-gdf79404cd8, Yosys 0.63+post, stock flow scripts
make -C /OpenROAD-flow-scripts/flow DESIGN_CONFIG=/design/flow/config.mk WORK_HOME=/design/flow/orfs finish
==> design/flow/config.mk <==
export PLATFORM = sky130hd
export DESIGN_NAME = counter
export DESIGN_NICKNAME = counter
export VERILOG_FILES = /design/flow/design.v
export SDC_FILE = /design/flow/constraint.sdc
export NUM_CORES = 4
export LEC_CHECK = 1
export CORE_UTILIZATION = 50
==> design/flow/constraint.sdc <==
current_design counter

set clk_period 6.8
set clk_io_pct 0.2

create_clock -name clk0 -period $clk_period [get_ports {clk}]

set non_clock_inputs [all_inputs -no_clocks]
set_input_delay [expr $clk_period * $clk_io_pct] -clock clk0 $non_clock_inputs
set_output_delay [expr $clk_period * $clk_io_pct] -clock clk0 [all_outputs]
==> results.cfg <==
; flow metrics
[outcome]
status = completed

[layout]
mi_logic_area_sq_um = 3340
layout_top_cell = nor2_1
final_core_util_pct = 59.4
flop_area_sq_um = 751
lay_top_cells = nor2_1 (68), ha_1 (57), nand2_1 (51), a21oi_1 (50), clkdlybuf4s50_1 (43)
drive_gt1_share_pct = 6.01
area_delta_synth_final_pct = 13.7
nFillCells = 770

[logic_synthesis]
edf_count = 23
synthFlopType = edfxtp_1
ys_seq_share_pct = 17.2
synthesis.instances = 588
ys_cells = 588
ys_ff = 26
synthArstFlopShare_pct = 0
ys_types = 73
synth_area_sq_um = 4360
synth.avg_cell_area_sq_um = 7.42
yosysChipArea_sq_um = 4360
yosys_warnings = 4

[place]
portBuffers = 43
place.gp.congestion = 0.931
hpwl_mm = 7.37

[timing]
max_slew.worst_pin.slew_ns = 0.962
rsz0062_at_grt = false
fmax_ghz = 0.158
slew_viol_final = 0
slew_headroom_pct = 35.3
hold_viol = 0
tns_ns = 0
layout_min_cycle_time_ns = 6.34
fin_skew_ns = 0.00509
fin_crit_sh_pct = 93.2
setup_viol = 0

[grt]
grtUsageTotal_pct = 23.6
grt.overflow.total = 0
grt_pass1_wl_mm = 17.0
grt_antenna_before_repair = 0
grt_pass1_vias = 3641
grt_start_max_net_pins = 22

[floorplanning]
fp_util_pct = 52.3
die-area_sq_um = 9100
fp.dieH_microns = 95.4
io_pins = 44
fp.coreArea_sq_um = 8340
chipWidth_microns = 95.4
floorplan.rows = 33

[worst_setup_path]
crit_type = register to primary output
rr_worst_depth = 4
r2r-start = cnt_sec[2]
worstSetupEndpointType = primary output
r2r-end = cnt_min[1]
worst_ep_arrival_time_ns = 4.98
cp_max_fo = 7
max_stage_delay_ns = 0.51
cp.required_ns = 5.44
r2r_slack_ns = 4.31
cp_slowest_cell = edfxtp_1
cpMostUsedCell = ha_1
cp-start-kind = register
crit_path_cell_trace = nor2_1 > inv_1 > ha_1 > o21bai_1 > a221oi_4 > and2_1 > xnor2_1 > ha_1 > inv_1 > o21ai_0 > a311oi_1 > nor3_2 > nor2_1 > o21ai_0 > ha_1 > o31a_1 > or3_1 > a21boi_1 > clkdlybuf4s50_1

[drt]
drtIter0Drc = 185
wl_per_cell_microns = 14.0
viasPerCell = 5.72
final_antenna_net_count = 0
via_count = 4123
wirelength_mm = 10.1
drtPass1Iterations = 4
drc = 0
num_antenna_cells = 0

[power_and_ir_drop]
clkPwrFrac_pct = 38.5
p_int_mw = 0.297
ir_drop_mv = 0.0835
swShare_pct = 22.4
power_density_nw_per_um2 = 77.3
p_leak_nw = 2.04
p_sw_mw = 0.0858
pwr-share-comb_pct = 15.3
p_seq_share_pct = 46.1

[clock_network]
clkSlewWorstSetupHoldPaths_ns = 0.10
cts_tree = done
hold_buffers = 0
clock_latency_ns = 0.38

[worst_hold_path]
hold_end = blk
holdPathStages = 3
min_from = clk
min_path_type = clock port to register

[flow_run]
maxCapViolations = 0
tool_warnings = 65
-- cells in the mapped netlist (all sizes together), types with 2 or more instances --
cell	n	area, sq um
o31ai	5	37.5
edfxtp	23	691
o32a	2	20.0
a22oi	3	27.5
a221oi	2	35.0
ha	57	713
or2	6	37.5
maj3	2	20.0
nor2b	12	75.1
o2bb2ai	2	17.5
mux2	5	56.3
nand3b	4	30.0
a211oi	7	52.6
o21bai	3	22.5
a21o	3	22.5
and2	9	56.3
a31oi	7	43.8
dfxtp	3	60.1
o21ai	44	224
inv	39	146
xnor2	20	175
nand3	18	90.1
o32ai	3	26.3
nand2	51	191
clkbuf	22	82.6
nor4	4	25.0
a21oi	51	259
mux2i	11	110
o31a	2	17.5
or3	2	12.5
nor2	69	262
nand4	4	25.0
o211a	2	20.0
a311oi	2	17.5
and3	2	12.5
buf	8	45.0
xor2	10	87.6
and3b	3	26.3
o221ai	3	26.3
o21a	13	97.6
a21boi	6	48.8
nand2b	8	50.1
a31o	2	17.5
nor3	15	75.1
-- registers in the layout, indices dropped and copies added (netlist names) --
register / flops
state: 2
cnt_hour: 6
blk_sec: 1
current: 2
blk_min: 1
blk: 1
cnt_min: 6
cnt_sec: 6
blk_hour: 1
-- layer usage --
layer  part of all wire, %  vias up  GRT usage (%)
li1                      -     2153              -
met5                     0        -              0
met4                  0.55        0           1.99
met1                    52     1865           38.3
met2                    43      100           34.7
met3                   5.1        5           4.14
-- critical path: cells and delay by family, from the launching register on --
family	cells	cell delay [ns]
buffers and inverters	3	0.64
AOI/OAI and AO/OA	7	1.35
adders and majority gates	3	0.79
DFF	1	0.51
and+or+nand+nor	5	1.20
xor gates and xnor gates	1	0.10
-- power by group through the flow --
stage | combinational (mW) | clock [mW] | sequential (mW)
CTS | 0.0591 | 0.152 | 0.177
global route | 0.0674 | 0.159 | 0.177
finish | 0.0588 | 0.148 | 0.177
-- logic make-up after synthesis --
| group | Yosys count | synth area share [%] |
|---|---|---|
| simple gates | 212 | 23.2 |
| mux | 16 | 3.82 |
| fa+ha+maj | 59 | 16.8 |
| xor+xnor | 30 | 6.02 |
| buf+inv | 69 | 6.28 |
| flops | 26 | 17.2 |
| compound gates | 176 | 26.7 |
-- cell type report --
type	count	area share, %
tap	105	2.65
multi-input combinational	493	67.4
sequential	26	15.1
inverter	39	2.95
clock buffer	7	1.94
timing repair buffer	51	9.89
-- worst max path at each step --
stage | slack (ns) | startpoint | endpoint | cells after the start
6_report | 0.46 | cnt_sec[3] | led[4] | 19
5_1_grt | 0.03 | cnt_sec[3] | led[4] | 19
4_1_cts | 0.13 | cnt_sec[3] | led[6] | 19
-- what timing repair did --
| item | 4_1_cts | 5_1_grt |
|---|---|---|
| hold endpoints to repair | 0 | 0 |
| gates resized | 0 | 1 |
| buffers inserted | 0 | 6 |
| setup endpoints to repair | 0 | 5 |
-- stage by stage --
step / area [sq um] / setup WS, ns / power, mW / hold WS (ns) / cells
after floorplan: 4360 / 1.59 / 0.208 / 0.217 / 588
after global placement: 4810 / 0.698 / 0.239 / 0.218 / 708
after detailed placement: 4810 / 0.558 / 0.239 / 0.218 / 708
after CTS: 4910 / 0.129 / 0.388 / 0.0424 / 715
after global routing: 4960 / 0.0286 / 0.404 / 0.0361 / 721
final: 4960 / 0.464 / 0.383 / 0.0393 / 721
Power figures rest on the tool's default switching activity, not on a simulated workload.
